$ cat design/flow/run.sh
#!/bin/bash
# OpenROAD 26Q1-2900-gdf79404cd8, Yosys 0.63+post, stock flow scripts
make -C /OpenROAD-flow-scripts/flow DESIGN_CONFIG=/design/flow/config.mk WORK_HOME=/design/flow/orfs finish
$ cat design/flow/config.mk
export PLATFORM = sky130hd
export DESIGN_NAME = ALU
export DESIGN_NICKNAME = ALU
export VERILOG_FILES = /design/flow/design.v
export SDC_FILE = /design/flow/constraint.sdc
export NUM_CORES = 4
export LEC_CHECK = 1
export CORE_AREA = 10 10 95 95
export DIE_AREA = 0 0 105 105
$ cat design/flow/design.v
module ALU(X, Y, C, en_bar, bus, val, Z_flag, LT_flag);
    input [15:0] X;
    input [15:0] Y;
    input [5:0] C;
    input en_bar;
    output [15:0] bus;
    output [15:0] val;
    output Z_flag, LT_flag;
    assign {ex,nx,ey,ny,f,no} = C;
    wire [15:0] inx;
    wire [15:0] iny;
    wire [15:0] argx;
    wire [15:0] argy;
    wire [15:0] fxy;
    assign inx = ex ? X : 0;
    assign argx = nx ? ~inx : inx;
    assign iny = ey ? Y : 0;
    assign argy = ny ? ~iny : iny;
    assign fxy = f ? (argx+argy) : (argx&argy);
    assign val = no ? ~fxy : fxy;
    assign bus = !en_bar ? val : 16'hZZZZ;
    assign Z_flag = (val == 0);
    assign LT_flag = val[15];
endmodule
$ cat design/flow/constraint.sdc
current_design ALU

set clk_period 9.5
set clk_io_pct 0.2

create_clock -name clk0 -period $clk_period

set non_clock_inputs [all_inputs -no_clocks]
set_input_delay [expr $clk_period * $clk_io_pct] -clock clk0 $non_clock_inputs
set_output_delay [expr $clk_period * $clk_io_pct] -clock clk0 [all_outputs]
==> flow_metrics.tcl <==
# flow metrics
set metrics [dict create \
    cp_common_cell "xnor2_1" \
    finalCritPeriodShare 0.836 \
    syn_to_final_growth_pct 34.8 \
    synth_chip_area_um2 1850 \
    grt_usage 0.0858 \
    cp_max_fo 16 \
    dr.pass1.iters 4 \
    totalWireLength_mm 4.90 \
    drv_cap 0 \
    first_iter_violations 113 \
    row_count 30 \
    crit_type "input pin to output port" \
    drc 0 \
    hold_viol 0 \
    antenna_found_initial 0 \
    top_usage_layer "met2" \
    tightestPinTransition_ns 0.706 \
    ant_nets 0 \
    stdcell_count 392 \
    grtUsageMet3 0.0255 \
    layout_top_cells "72 x clkdlybuf4s50_1, 54 x xnor2_1, 42 x nand2_1" \
    postSynthAreaPerCell_um2 7.29 \
    grt_pass1_vias 1715 \
    drt-vias-per-instance 4.53 \
    yosysWarnings 7 \
    drv_slew 0 \
    hold_class "input pin to output port" \
    slew_headroom 0.528 \
    postSynthSeqShare 0 \
    cpMaxStageDelayCell "clkdlybuf4s50_1" \
    netlist-cell-type-count 55 \
    io_buffer_count 72 \
    cp-end-kind "output port" \
    place_area_um2 2490 \
    outcome "completed" \
    peakVddDrop_mv 0.0201 \
    grt_util_met2 0.133 \
    critPathArrivalTime_ns 6.04 \
    dieArea_um2 11000 \
    post_drt_wl_per_cell_um 12.5 \
    grt_pass1_wl_mm 8.37 \
    layout_top_cell "clkdlybuf4s50_1" \
    clkbuf_count 0 \
    die_w_um 105 \
    crit_chain "clkdlybuf4s50_1, nand2_1, xnor2_1, ha_1, fa_1, a21o_1, a221oi_1, xnor2_1, mux2i_1, xnor2_1, a2111oi_0, nand2_2, nor4_2, clkdlybuf4s50_1" \
    grt_overflow_total 0 \
    critPathRequiredTime_ns 7.60 \
    drive_gt1_frac 0.0473 \
    n_antenna_cell 0 \
    grt_max_degree 28 \
    num_vias 1774 \
    ys_cells 253 \
    cts_resized 0 \
    start_kind "input pin" \
    setup_tns_ns 0 \
    topCellsByArea "xnor2_1 26%, ha_1 11%, nand2_1 8.5%" \
    rsz0062_at_grt "false" \
    pre_cts_slack_ns 1.46 \
    pwr_density_cell_nw_per_um2 112 \
    io_pins 73 \
    setup_viol 0 \
    leakage_uw 0.000919 \
    synth_area_um2 1850 \
    synth_top_area_share 0.256 \
    dp_cells 392 \
    fp_util 0.267 \
    met1_usage 0.122 \
    slowest_delay_ns 0.83 \
    dpl.hpwl_mm 4.37 \
    hold_buffers 0 \
    period_needed_ns 7.94 \
    design_area_um2 2490 \
    nFillCells 735 \
    gp_congestion 0.879 \
    seqCellArea_um2 0 \
    warnings 33 \
    flops 0 \
    die_y_um 105 \
    top_area_cell "xnor2_1" \
    fmax_mhz 126 \
    fin_hold_ws_ns 5.18 \
    netlist_instances 253 \
    postCtsSetupBuffers 0 \
    setup_ws_ns 1.56 \
    coreArea_um2 6910 \
]
[final timing paths]
| kind | start | endpoint | slack (ns) | cells after the start |
|---|---|---|---|---|
| max | C[3] | Z_flag | 1.56 | 14 |
| min | C[1] | val[3] | 5.18 | 5 |
[synth_stat cells, drive strengths merged, types with 2 or more instances]
library cell,number
nand3b,4
a21oi,9
nor2b,2
inv,7
o211ai,3
o21ai,9
nor4,4
a221oi,2
nor3b,2
clkbuf,11
and4,2
nor3,5
and3,3
nor2,4
mux2i,9
a31oi,3
nand4b,5
a211oi,4
xnor2,54
o2bb2ai,2
nand3,4
buf,20
nand2,43
or3,2
a21o,6
a2111oi,2
ha,16
[layer usage]
layer | up-vias | share of wire
met5 | - | 0
met2 | 49 | 0.41
met4 | 0 | 0
met3 | 0 | 0.081
met1 | 754 | 0.51
li1 | 971 | -
[layout make-up]
type	instances	area, um2	share of cell area
inverters	8	30.0	0.0121
repair buffers	75	743	0.299
well taps	96	120	0.0483
multi-input cells	213	1590	0.641
[per-stage QoR]
stage / total power (uW) / util
global route: 315 / 0.360
finish: 278 / 0.360
floorplan: 184 / -
CTS: 284 / 0.360
detailed placement: 284 / 0.360
global placement: 281 / 0.360
[power by group]
| group | switching, uW | internal, uW | leakage, uW | total, uW |
|---|---|---|---|---|
| clock | 0 | 0 | 0 | 0 |
| combinational | 114 | 165 | 0.000919 | 278 |
| sequential | 0 | 0 | 0 | 0 |
| total | 114 | 165 | 0.000919 | 278 |
[cells by family after synthesis]
kind of cell	synth area share
AOI/OAI and AO/OA	0.182
adders and majority gates	0.119
and+or+nand+nor	0.246
xor gates and xnor gates	0.261
buffers and inverters	0.136
muxes	0.0549
[critical path, delay by kind of cell]
family / cells / cell delay, ns
AOI/OAI and AO/OA: 3 / 1.14
adders and majority gates: 2 / 0.67
muxes: 1 / 0.11
buffers and inverters: 2 / 1.34
and+or+nand+nor: 3 / 0.40
xor gates and xnor gates: 3 / 0.50
Power and IR drop assume default switching activity.
