==> ./design.v <==
module ttl_74377 #(parameter WIDTH = 8, DELAY_RISE = 0, DELAY_FALL = 0)
(
  input Enable_bar,
  input [WIDTH-1:0] D,
  input Clk,
  output [WIDTH-1:0] Q
);
reg [WIDTH-1:0] Q_current = 0;  
always @(posedge Clk)
begin
  if (!Enable_bar)
    Q_current <= D;
end
assign #(DELAY_RISE, DELAY_FALL) Q = Q_current;
endmodule
module ALULow(clk, bus, XI_bar, YI_bar, EO_bar, ALU_op, carry_out, lsb_nz1, lsb_nz2,
        E_val, X_val, Y_val);
    input clk;
    inout [15:0] bus;
    input XI_bar, YI_bar, EO_bar;
    input [5:0] ALU_op;
    output carry_out, lsb_nz1, lsb_nz2;
    output [7:0] E_val;
    output [7:0] X_val;
    output [7:0] Y_val;
    assign E_val = val;
    assign X_val = X;
    assign Y_val = Y;
    wire [7:0] X;
    wire [7:0] Y;
    wire [7:0] val;
    ALU4 alu1 (X[3:0], Y[3:0], ALU_op, 1'b0, carry1, val[3:0], lsb_nz1);
    ALU4 alu2 (X[7:4], Y[7:4], ALU_op, carry1, carry_out, val[7:4], lsb_nz2);
    ttl_74244 buflow ({EO_bar,EO_bar}, val[7:0], bus[7:0]);
    ttl_74377 Xreg (XI_bar, bus[7:0], clk, X[7:0]);
    ttl_74377 Yreg (YI_bar, bus[7:0], clk, Y[7:0]);
endmodule
module ttl_7408 #(parameter BLOCKS = 4, WIDTH_IN = 2, DELAY_RISE = 0, DELAY_FALL = 0)
(
  input [BLOCKS-1:0] A,
  input [BLOCKS-1:0] B,
  output [BLOCKS-1:0] Y
);
reg [BLOCKS-1:0] computed;
integer i;
always @(*)
begin
  for (i = 0; i < BLOCKS; i++)
    computed[i] = A[i]&B[i];
end
assign #(DELAY_RISE, DELAY_FALL) Y = computed;
endmodule
module ttl_7432 #(parameter BLOCKS = 4, WIDTH_IN = 2, DELAY_RISE = 0, DELAY_FALL = 0)
(
  input [BLOCKS-1:0] A,
  input [BLOCKS-1:0] B,
  output [BLOCKS-1:0] Y
);
reg [BLOCKS-1:0] computed;
integer i;
always @(*)
begin
  for (i = 0; i < BLOCKS; i++)
    computed[i] = A[i]|B[i];
end
assign #(DELAY_RISE, DELAY_FALL) Y = computed;
endmodule
module ttl_7486 #(parameter BLOCKS = 4, WIDTH_IN = 2, DELAY_RISE = 0, DELAY_FALL = 0)
(
  input [BLOCKS-1:0] A,
  input [BLOCKS-1:0] B,
  output [BLOCKS-1:0] Y
);
reg [BLOCKS-1:0] computed;
integer i;
always @(*)
begin
  for (i = 0; i < BLOCKS; i++)
    computed[i] = A[i] ^ B[i];
end
assign #(DELAY_RISE, DELAY_FALL) Y = computed;
endmodule
module ttl_74157 #(parameter BLOCKS = 4, WIDTH_IN = 2, WIDTH_SELECT = $clog2(WIDTH_IN),
                   DELAY_RISE = 0, DELAY_FALL = 0)
(
  input Enable_bar,
  input [WIDTH_SELECT-1:0] Select,
  input [BLOCKS-1:0] A,
  input [BLOCKS-1:0] B,
  output [BLOCKS-1:0] Y
);
reg [BLOCKS-1:0] computed;
integer i;
always @(*)
begin
  for (i = 0; i < BLOCKS; i++)
  begin
    if (!Enable_bar)
      computed[i] = Select ? B[i] : A[i];
    else
      computed[i] = 1'b0;
  end
end
assign #(DELAY_RISE, DELAY_FALL) Y = computed;
endmodule
module ttl_74283 #(parameter WIDTH = 4, DELAY_RISE = 0, DELAY_FALL = 0)
(
  input [WIDTH-1:0] A,
  input [WIDTH-1:0] B,
  input C_in,
  output [WIDTH-1:0] Sum,
  output C_out
);
reg [WIDTH-1:0] Sum_computed;
reg C_computed;
always @(*)
begin
  {C_computed, Sum_computed} = {1'b0, A} + {1'b0, B} + C_in;
end
assign #(DELAY_RISE, DELAY_FALL) Sum = Sum_computed;
assign #(DELAY_RISE, DELAY_FALL) C_out = C_computed;
endmodule
module ALU4(X, Y, C, carry_in, carry_out, out, NZ_flag);
    input [3:0] X;
    input [3:0] Y;
    input [5:0] C;
    input carry_in;
    output carry_out;
    output [3:0] out;
    output NZ_flag;
    assign {ex,nx,ey,ny,f,no} = C;
    wire [3:0] inx;
    wire [3:0] iny;
    wire [3:0] argx;
    wire [3:0] argy;
    wire [3:0] val;
    wire [3:0] add_result;
    wire [3:0] and_result;
    ttl_7408 andx ({ex,ex,ex,ex}, X, inx);
    ttl_7408 andy ({ey,ey,ey,ey}, Y, iny);
    ttl_7486 xorx ({nx,nx,nx,nx}, inx, argx);
    ttl_7486 xory ({ny,ny,ny,ny}, iny, argy);
    ttl_74283 adder (argx, argy, carry_in, add_result, carry_out); 
    ttl_7408 ander (argx, argy, and_result);
    ttl_74157 mux (1'b0, f, and_result, add_result, val);
    ttl_7486 outputxor ({no,no,no,no}, val, out);
    ttl_7432 orer ({out[0],out[1],or1,1'bZ},{out[2],out[3],or2,1'bZ},{or1,or2,NZ_flag,nc});
endmodule
module ttl_74244 #(parameter WIDTH = 8, DELAY_RISE = 0, DELAY_FALL = 0)
(
  input [(WIDTH-1)/4:0] G_bar,
  input [WIDTH-1:0] A,
  output [WIDTH-1:0] Y
);
integer i;
reg [WIDTH-1:0] computed;
always @(*)
begin
  for (i = 0; i < WIDTH; i++)
    computed[i] = G_bar[i/4] ? 1'bZ : A[i];
end
assign #(DELAY_RISE, DELAY_FALL) Y = computed;
endmodule
==> ./run.sh <==
#!/bin/bash
# OpenROAD 26Q1-2900-gdf79404cd8, Yosys 0.63+post, stock flow scripts
make -C /OpenROAD-flow-scripts/flow DESIGN_CONFIG=/design/flow/config.mk WORK_HOME=/design/flow/orfs finish
==> ./config.mk <==
export PLATFORM = sky130hd
export DESIGN_NAME = ALULow
export DESIGN_NICKNAME = ALULow
export VERILOG_FILES = /design/flow/design.v
export SDC_FILE = /design/flow/constraint.sdc
export NUM_CORES = 4
export LEC_CHECK = 1
export CORE_UTILIZATION = 30
==> ./constraint.sdc <==
current_design ALULow

set clk_period 5.0
set clk_io_pct 0.2

create_clock -name clk0 -period $clk_period [get_ports {clk}]

set non_clock_inputs [all_inputs -no_clocks]
set_input_delay [expr $clk_period * $clk_io_pct] -clock clk0 $non_clock_inputs
set_output_delay [expr $clk_period * $clk_io_pct] -clock clk0 [all_outputs]
==> run summary <==
Implementation results. TritonCTS buffer count landed at 3. After synthesis the netlist holds a flip-flop and latch count of 16. Number of different library cells in the post-synthesis netlist landed at 35.

The share of the core area taken by cells at floorplan is 0.3173. Number of setup buffers added after CTS landed at 1. Buffers inserted to repair hold after CTS numbered 0. Boundary pin count landed at 53. Summed over all instances, the cell type with the most area after synthesis is sky130_fd_sc_hd__edfxtp_1.

It got as far as 4_1_cts and failed there. The placement report lists the number of port buffers as 35. In the synthesis report, Yosys lists the chip area as 1410 um2.

Post-synthesis cell count from yosys landed at approximately 140. Per the CTS log, the root buffer master is sky130_fd_sc_hd__clkbuf_8. Post-DP HPWL landed at 2446 um.

Of the post-synthesis cell area, the dominant cell type holds 0.3407. Number of unconstrained endpoints landed at 8. Number of clock sinks landed at 16. Share of synthesized area occupied by flip-flops and latches landed at 0.3407. During synthesis, Yosys emitted a total of 20 warnings.

Summing every instance area after synthesis gives ~1400 um2. Per the CTS log, the maximum H-tree level is 1. Final weighted congestion in routability-driven placement landed at 0.8282. The report lists the number of cells resized after CTS as 34. The flow did not finish. No sink is reached through more buffers than the 2 on the longest clock path.

The tool reported: "[error] [KeplerFormal.cpp:679] Workflow failed: Iso has multiple drivers: .bus0, _165_.Y0". In the post-synthesis netlist, the biggest area contributors are sky130_fd_sc_hd__edfxtp_1 34%, sky130_fd_sc_hd__xnor2_1 15%, sky130_fd_sc_hd__ha_1 7.1%. Average size of a mapped cell landed at around 9.8 um2. Row count landed at 24.

The vertical die dimension reported for this design is between 70 and 80 um. Chip width landed at 70.56 um. Synthesis handed over a netlist of 144 instances.
==> synth_stat cells <==
library cell	instances
sky130_fd_sc_hd__buf_12	1
sky130_fd_sc_hd__nor2b_1	2
sky130_fd_sc_hd__buf_4	8
sky130_fd_sc_hd__nor4bb_2	1
sky130_fd_sc_hd__o32ai_1	1
sky130_fd_sc_hd__o2111ai_1	1
sky130_fd_sc_hd__and3_1	2
sky130_fd_sc_hd__and4bb_2	1
sky130_fd_sc_hd__mux2_2	1
sky130_fd_sc_hd__mux2_4	1
sky130_fd_sc_hd__fa_1	3
sky130_fd_sc_hd__nor3_1	5
sky130_fd_sc_hd__o21a_1	1
sky130_fd_sc_hd__a31oi_1	2
sky130_fd_sc_hd__nand2_1	25
sky130_fd_sc_hd__nand2b_1	1
sky130_fd_sc_hd__or2b_1	1
sky130_fd_sc_hd__o21bai_1	1
sky130_fd_sc_hd__ha_1	8
sky130_fd_sc_hd__o21ai_0	3
sky130_fd_sc_hd__buf_6	1
sky130_fd_sc_hd__edfxtp_1	16
sky130_fd_sc_hd__a311oi_2	1
sky130_fd_sc_hd__nand3b_1	1
sky130_fd_sc_hd__clkbuf_1	2
sky130_fd_sc_hd__xor2_1	2
sky130_fd_sc_hd__o311a_2	1
sky130_fd_sc_hd__xnor2_1	24
sky130_fd_sc_hd__o22ai_1	2
sky130_fd_sc_hd__nand4_1	1
sky130_fd_sc_hd__mux2i_1	2
sky130_fd_sc_hd__buf_2	4
sky130_fd_sc_hd__inv_1	14
sky130_fd_sc_hd__a21oi_1	2
sky130_fd_sc_hd__a21o_1	2
==> through the flow <==
stage	std cells	area, um2	hold WS, ns	util	worst slack, ns
after floorplan	144	1410	1.067	-	0.1711
after global placement	231	1827	1.133	0.4110	-0.7218
after detailed placement	231	1827	1.110	0.4110	-0.7696
==> cell families after synthesis <==
| logic type | count (synthesis) | share of synthesized area |
|---|---|---|
| compound gates | 17 | 0.08784 |
| xor+xnor | 26 | 0.1615 |
| fa+ha+maj | 11 | 0.1136 |
| buf+inv | 30 | 0.1216 |
| flops | 16 | 0.3407 |
| mux | 4 | 0.03283 |
| simple gates | 40 | 0.1420 |
