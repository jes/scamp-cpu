===== /design/flow/design.v =====
module ttl_74138 #(parameter WIDTH_OUT = 8, WIDTH_IN = $clog2(WIDTH_OUT),
                   DELAY_RISE = 0, DELAY_FALL = 0)
(
  input Enable1_bar,
  input Enable2_bar,
  input Enable3,
  input [WIDTH_IN-1:0] A,
  output [WIDTH_OUT-1:0] Y
);
reg [WIDTH_OUT-1:0] computed;
integer i;
always @(*)
begin
  for (i = 0; i < WIDTH_OUT; i++)
  begin
    if (!Enable1_bar && !Enable2_bar && Enable3 && i == A)
      computed[i] = 1'b0;
    else
      computed[i] = 1'b1;
  end
end
assign #(DELAY_RISE, DELAY_FALL) Y = computed;
endmodule

===== /design/flow/run.sh =====
#!/bin/bash
# OpenROAD 26Q1-2900-gdf79404cd8, Yosys 0.63+post, stock flow scripts
make -C /OpenROAD-flow-scripts/flow DESIGN_CONFIG=/design/flow/config.mk WORK_HOME=/design/flow/orfs finish

===== /design/flow/config.mk =====
export PLATFORM = sky130hd
export DESIGN_NAME = ttl_74138
export DESIGN_NICKNAME = ttl_74138
export VERILOG_FILES = /design/flow/design.v
export SDC_FILE = /design/flow/constraint.sdc
export NUM_CORES = 4
export LEC_CHECK = 1
export CORE_AREA = 10 10 70 70
export DIE_AREA = 0 0 80 80

===== /design/flow/constraint.sdc =====
current_design ttl_74138

set clk_period 1.9
set clk_io_pct 0.2

create_clock -name clk0 -period $clk_period

set non_clock_inputs [all_inputs -no_clocks]
set_input_delay [expr $clk_period * $clk_io_pct] -clock clk0 $non_clock_inputs
set_output_delay [expr $clk_period * $clk_io_pct] -clock clk0 [all_outputs]

==> flow_metrics.env <==
# flow metrics
export IMPL_setup_worst_path_end_class="primary output"
export IMPL_chip_area_sq_mm=0.006400
export IMPL_area_growth_synth_to_final_pct=259.1
export IMPL_worst_hold_check_path_type="input port to primary output"
export IMPL_final_critical_path_setup_slack_ns=0.06827
export IMPL_p_per_area_mw_per_mm2=95.48
export IMPL_min_to="Y[1]"
export IMPL_fin_crit_ns=1.832
export IMPL_grt_overflow=0
export IMPL_finalWeightedCongestion=0.7158
export IMPL_pre_antenna_drt_iters=2
export IMPL_final_hold_violation_count=0
export IMPL_rows=21
export IMPL_post_drt_wl_per_cell_microns=6.973
export IMPL_remaining_drc_errors=0
export IMPL_post_route_period_util_pct=96.41
export IMPL_first_global_vias=161
export IMPL_layout_clock_buffers=0
export IMPL_path_cells="dlygate4sd2_1 > buf_4 > and3b_1 > nand2_1 > clkdlybuf4s50_1"
export IMPL_timing_critical_path_arrival_ns=1.45
export IMPL_grt_setup_unrepaired="no"
export IMPL_worst_endpoint_required_ns=1.52
export IMPL_postRouteWirelength_microns=523
export IMPL_synth_cell_area_sq_um=82.58
export IMPL_max_cap_violations=0
export IMPL_tool_warnings=32
export IMPL_half_perimeter_wire_length_after_detailed_placement_microns=456.7
export IMPL_final_setup_viol_count=0
export IMPL_path_max_fanout=3
export IMPL_postSynthSeqShare_pct=0
export IMPL_flop_count=0
export IMPL_post_cts_repair_setup_buffers=0
export IMPL_synthesis_area_per_instance_sq_um=6.352
export IMPL_postRouteAntennaNets=0
export IMPL_fp_dieW_microns=80
export IMPL_grt_pass1_wl_microns=828
export IMPL_outcome="completed"
export IMPL_yosys_stat_cells=13
export IMPL_detailedRoute_firstIterationViolations=1
export IMPL_floorplanUtilization_pct=2.418
export IMPL_netlist_instances=13
export IMPL_total_global_routing_track_utilization_pct=1.547
export IMPL_crit_path_start_kind="input port"
export IMPL_grt_max_degree=6
export IMPL_maxClockFrequency_ghz=0.5459
export IMPL_grt_antenna_before_repair=0
export IMPL_core_utilization_of_the_finished_layout_pct=8.681
export IMPL_worst_setup_path_type="input port to primary output"
export IMPL_synth_cell_types=6
export IMPL_crit_path_max_incr_delay_ns=0.45
export IMPL_drive_above_1_share_pct=27.59
export IMPL_ff_latch_area_sq_um=0
export IMPL_slowest_cell_on_the_critical_path="clkdlybuf4s50_1"
export IMPL_postCtsHoldBufs=0
export IMPL_worst_slew_pin_transition_ns=0.2224
export IMPL_holdPathStages=4
export IMPL_maxSlewViolCount=0
export IMPL_ioPinCount=14
export IMPL_io_buffers=14
export IMPL_total_leakage_power_nw=0.1026
export IMPL_die_height_microns=80
export IMPL_design_core_area_sq_mm=0.003416
export IMPL_synth_yosys_chip_area_sq_um=82.58
export IMPL_routed_via_density=2.173
export IMPL_worst_ir_drop_vdd_mv=0.01291
export IMPL_slew_limit_headroom_pct=85.12
export IMPL_hold_ws_ns=1.087
export IMPL_place_worst_setup_slack_ns=-0.2005
export IMPL_antenna_diode_count=0
export IMPL_route_vias_total=163
export IMPL_synthesis_yosys_warnings=1
export IMPL_min_delay_start="A[2]"
worst max-delay path, delay by kind of cell:
family	cells	cell delay, ns
and+or+nand+nor	2	0.23
buffers and inverters	3	0.84
power breakdown:
group | switching (W) | internal [W] | leakage, nW | total [W]
logic | 0.0000128 | 0.0000155 | 0.103 | 0.0000283
registers | 0 | 0 | 0 | 0
clock network | 0 | 0 | 0 | 0
worst max path at each step:
stage	from	cells after the start	to	slack [ns]
final	Enable3	5	Y[5]	0.07
after global routing	Enable3	5	Y[5]	0.0008
after CTS	Enable1_bar	4	Y[7]	0.009
Yosys cell counts, drive strengths merged:
cell type,n,area share (%)
nand2,6,27
nor3b,2,24
and3b,2,21
nand4,2,15
nor3,1,12
placed cells by master (no fill, tap or decap):
cell type / n
and3b_1: 2
buf_4: 2
clkbuf_2: 3
clkdlybuf4s50_1: 7
dlygate4sd2_1: 3
dlymetal6s2s_1: 1
nand2_1: 6
nand4_1: 2
nor3_4: 1
nor3b_2: 1
nor3b_4: 1
logic make-up (layout without fill, tap and decap cells):
logic type / Yosys count / in the layout / share of synthesized area (%)
buf+inv: 0 / 16 / 0
simple gates: 13 / 13 / 100.0
final cells by class:
class	instances	area (sq um)
Multi-Input combinational cell	13	100.1
Tap cell	46	57.56
Timing Repair Buffer	16	138.9
Fill cell	407	3119
metrics by stage:
stage / setup TNS, ns / area [sq um] / cells / total power (W)
2_1_floorplan: 0 / 82.58 / 13 / 0.000006074
3_3_place_gp: -1.266 / 295.3 / 75 / 0.00002919
3_5_place_dp: -1.337 / 295.3 / 75 / 0.00002974
4_1_cts: 0 / 305.3 / 75 / 0.00002946
5_1_grt: 0 / 296.5 / 75 / 0.00003145
6_report: 0 / 296.5 / 75 / 0.00002831
per-layer routing:
metal,share of wire [%],vias up,track usage (%)
met2,35,11,2.408
met5,0,-,0
li1,-,81,-
met4,0,0,0
met1,46,71,2.177
met3,19,0,0.4545
what timing repair did:
item	in CTS	in global routing
setup endpoints to repair	8	6
pin swaps	2	2
endpoints found under the hold margin	0	0
cloned	0	0
resized	9	7
No activity file was given, so power comes from the tool's default toggle rates.
